===== flow/config.mk =====
export PLATFORM = sky130hd
export DESIGN_NAME = fifo_priority
export DESIGN_NICKNAME = fifo_priority
export VERILOG_FILES = /design/flow/design.v
export SDC_FILE = /design/flow/constraint.sdc
export NUM_CORES = 4
export LEC_CHECK = 1
export CORE_UTILIZATION = 50

===== flow/constraint.sdc =====
current_design fifo_priority

set clk_period 4.4
set clk_io_pct 0.2

create_clock -name clk0 -period $clk_period [get_ports {clk}]

set non_clock_inputs [all_inputs -no_clocks]
set_input_delay [expr $clk_period * $clk_io_pct] -clock clk0 $non_clock_inputs
set_output_delay [expr $clk_period * $clk_io_pct] -clock clk0 [all_outputs]

===== flow/design.v =====
`timescale 1ns / 1ps
module fifo_priority #(
    parameter DATA_WIDTH = 16,
    parameter DEPTH = 8,
    parameter ADDR_WIDTH = 3    
)(
    input wire clk,
    input wire rst,
    input wire hp_wr_en,
    input wire [DATA_WIDTH-1:0] hp_din,
    input wire lp_wr_en,
    input wire [DATA_WIDTH-1:0] lp_din,
    input wire rd_en,
    output reg [DATA_WIDTH-1:0] dout,
    output wire hp_empty,
    output wire lp_empty,
    output wire hp_full,
    output wire lp_full
);
reg [DATA_WIDTH-1:0] hp_mem [0:DEPTH-1];
reg [DATA_WIDTH-1:0] lp_mem [0:DEPTH-1];
reg [ADDR_WIDTH:0] hp_wr_ptr;
reg [ADDR_WIDTH:0] hp_rd_ptr;
reg [ADDR_WIDTH:0] lp_wr_ptr;
reg [ADDR_WIDTH:0] lp_rd_ptr;
always @(posedge clk) begin
    if (rst) begin
        hp_wr_ptr <= 0;
    end else if (hp_wr_en && !hp_full) begin
        hp_mem[hp_wr_ptr[ADDR_WIDTH-1:0]] <= hp_din;
        hp_wr_ptr <= hp_wr_ptr + 1;
    end
end
always @(posedge clk) begin
    if (rst) begin
        lp_wr_ptr <= 0;
    end else if (lp_wr_en && !lp_full) begin
        lp_mem[lp_wr_ptr[ADDR_WIDTH-1:0]] <= lp_din;
        lp_wr_ptr <= lp_wr_ptr + 1;
    end
end
always @(posedge clk) begin
    if (rst) begin
        dout <= 0;
        hp_rd_ptr <= 0;
        lp_rd_ptr <= 0;
    end else if (rd_en) begin
        if (!hp_empty) begin
            dout <= hp_mem[hp_rd_ptr[ADDR_WIDTH-1:0]];
            hp_rd_ptr <= hp_rd_ptr + 1;
        end else if (!lp_empty) begin
            dout <= lp_mem[lp_rd_ptr[ADDR_WIDTH-1:0]];
            lp_rd_ptr <= lp_rd_ptr + 1;
        end
    end
end
assign hp_empty = (hp_wr_ptr == hp_rd_ptr);
assign lp_empty = (lp_wr_ptr == lp_rd_ptr);
assign hp_full = (hp_wr_ptr[ADDR_WIDTH] != hp_rd_ptr[ADDR_WIDTH]) && 
                 (hp_wr_ptr[ADDR_WIDTH-1:0] == hp_rd_ptr[ADDR_WIDTH-1:0]);
assign lp_full = (lp_wr_ptr[ADDR_WIDTH] != lp_rd_ptr[ADDR_WIDTH]) && 
                 (lp_wr_ptr[ADDR_WIDTH-1:0] == lp_rd_ptr[ADDR_WIDTH-1:0]);
endmodule

===== flow/run.sh =====
#!/bin/bash
# OpenROAD 26Q1-2900-gdf79404cd8, Yosys 0.63+post, stock flow scripts
make -C /OpenROAD-flow-scripts/flow DESIGN_CONFIG=/design/flow/config.mk WORK_HOME=/design/flow/orfs finish

==> summary.txt <==
Figures from the flow reports.

Synth:
- The synthesis report lists the most area-consuming cells as sky130_fd_sc_hd__edfxtp_1 (66%), sky130_fd_sc_hd__mux4_1 (7.2%), sky130_fd_sc_hd__dfxtp_1 (6.5%), sky130_fd_sc_hd__mux4_2 (6.2%), sky130_fd_sc_hd__nor2_1 (1.7%).
- The run puts the mapped cell area at 11650 sq um.
- sky130_fd_sc_hd__edfxtp_1 takes more of the synthesized area than any other cell.
- The run gives the number of synthesized flops with an enable pin as roughly 260.
- The synth_stat.txt file lists the number of cells as 590.
- Synthesis produced a netlist whose cell count is 590.
- The run gives the count of different cell masters after synthesis as 38.
- The synthesis report lists the Yosys warning total as 1.
- The run gives the flip-flop cell with the highest count after synthesis as sky130_fd_sc_hd__edfxtp_1.
- Per the post-synthesis stats, the area per cell is approximately 20 sq um.
- The run gives the fraction of synthesis flops using an asynchronous set or reset pin as 0.
- The run gives the sequential area share after synthesis as 0.7250.
- The run gives the flip-flop and latch count after synthesis as 294.
- The run puts the synthesis area per yosys at 11650 sq um.
- The share of synthesized area in the top cell type comes to 0.6597.

Timing:
- The run puts the final period demand of the worst path at 3.331 ns.
- The run puts the period utilization at 0.7571.
- Setup repair after global routing left no endpoint under its margin.
- The run puts the worst setup skew after layout at 0.01235 ns.
- Per the timing report, the achievable frequency comes out to around 0.3 GHz.
- The run puts the setup TNS after final layout at 0 ns.
- In the final report, the number of pins over their slew limit comes to 0.
- Setup slack closes at 1.069 ns.
- The run puts the number of failing setup endpoints in the final timing report at 0.
- The run puts the hold violation count in the final report at 0.
- The run gives the slew at the pin closest to its max-slew limit as 0.6462 ns.
- The run puts the tightest slew margin relative to the limit at 0.5668.

Setup path:
- In this run the critical register-to-register path is launched from lp_wr_ptr[2].
- For the worst setup path, the data arrival time is 2.45 ns.
- The run gives the kind of end point of the critical path as a primary output.
- The run gives the critical path required time as 3.52 ns.
- The worst setup path is launched from a flop.
- In this run the worst path has a maximum fanout of 38.
- The worst setup path is of the flop to primary output kind.
- The most critical setup path has its startpoint at hp_wr_ptr[1].

Placed design:
- The run gives the total instance count after detailed placement as 948.
- The run puts the count of port buffers added during placement at 56.
- The run puts the weighted congestion at the end of routability-driven global placement at 0.8049.
- For this run the detailed placement stage logged an HPWL of roughly 13000 um.
- The run gives the worst-case setup slack after placement as 1.037 ns.

Flow run:
- The run gives the total of max-cap violations as 0.
- The run gives the total tool warning count as 25.

Detailed routing:
- The run puts the average wire per cell in the routed design at roughly 21 um.
- The run puts the aggregate routed wire length at 21000 um.
- The detail route stage leaves a number of antenna-violating nets equal to 0.
- The routed design uses 10780 um of met2 wire.
- The routed layout has 5516 vias.
- Signal routing reaches up to met4.
- The run puts the violation count after the first detailed-routing iteration at around 290.
- The run puts the wire length on met3 at 2144 um.
- According to the report, the first pass of detailed routing completed in 7 iterations.
- The run gives the length of routed wiring on met1 as 7690 um.
- The run puts the number of diodes at 0.
- The run gives the total DRC errors in the routed layout as 0.
- The run gives the detail-routed via count per cell as 5.510.

Floorplan:
- The run puts the overall die area at 23920 sq um.
- The horizontal die dimension reported for this design is around 150 um.
- The run puts the number of rows created at floorplan at 55.
- The floorplan step records an initial core utilization of 0.5116.
- The run gives the vertical die dimension as around 150 um.
- Per the OpenROAD floorplan log, the area of the core is approximately 23000 sq um.
- The floorplan report gives the top-level pin count as 57.

Clock network:
- The run gives the number of setup buffers added after CTS as 0.
- The run puts the clock latency on the worst-skew pair at about 0.53 ns.
- The run gives the root cell of the clock tree as sky130_fd_sc_hd__clkbuf_16.
- Per the CTS log, the maximum H-tree level is 1.
- The run gives the CTS tree as built.
- Post-CTS repair ended up resizing 0 cells.
- The run puts the CTS sink count at about 290.
- The run gives the maximum number of buffers from clock root to sink as 3.
- The run gives the number of buffers added to fix hold violations after cts as 0.
- The run gives the total clock buffers created by CTS as 29.
- The timing report gives the clock slew at the launch and capture registers of the worst setup and hold paths as 0.06 ns.

GRT:
- The first global-routing pass estimated 32610 um of wire.
- The run puts the initial antenna violation count at 0.
- Across every metal layer, demand over resource in global routing totals 0.2038.
- The run gives the global-route congestion overflow total as 0.
- The run gives the number of global-route vias before repair as just under 6000.
- Entering global routing, the biggest net connects 39 pins.

Finish:
- Per the final layout report, the fraction of cells sized above drive strength 1 comes to 0.2311.
- Once layout is complete, the cells apart from fillers number approximately 1000.
- The run puts the area added between synthesis and finish at 16.03%.

Worst hold path:
- In this run the most critical hold path is launched from dout[10].
- The min-delay analysis places its worst path in the category flop to flop.

Power and ir drop:
- The run puts the highest ir drop seen on vdd at ~360 uV.
- The run puts the total leakage power at around 4.3 nW.
- Total power normalized to cell area comes to 466.4 nW/um^2.

Outcome:
- The run finished with clean final reports.
-- worst max-delay path, cell delays in order, from the launching register on --
cell and delay [ns]:
sky130_fd_sc_hd__dfxtp_1 0.55, sky130_fd_sc_hd__xnor2_1 0.17, sky130_fd_sc_hd__nand4b_1 0.11, sky130_fd_sc_hd__buf_4 0.41, sky130_fd_sc_hd__clkinv_1 0.22, sky130_fd_sc_hd__clkdlybuf4s50_1 0.45
-- registers in the layout (all words and copies together) (netlist names), named ones only --
signal / count
hp_wr_ptr: 4
lp_wr_ptr: 4
lp_rd_ptr: 4
hp_mem: 128
hp_rd_ptr: 4
dout: 16
lp_mem: 128
-- layer usage --
layer / global-route usage / vias up
li1: - / 2548
met1: 0.2921 / 2704
met2: 0.3198 / 236
met3: 0.09817 / 28
met4: 0.03253 / 0
met5: 0 / -
-- cells by family after synthesis --
kind of cell / count (synthesis) / synth area share
adder cells (fa/ha/maj): 4 / 0.004295
XOR/XNOR: 19 / 0.01428
multiplexers: 98 / 0.1649
AND-OR/OR-AND: 40 / 0.03361
flip-flops: 294 / 0.7250
buffers and inverters: 40 / 0.01976
AND/OR/NAND/NOR: 95 / 0.03812
-- stage by stage --
step	power, mW	area [sq um]	hold slack (ns)	utilization
global route	6.558	13520	0.5473	0.5936
floorplan	3.849	11650	0.4531	-
global placement	4.090	12630	0.5026	0.5545
CTS	6.371	13520	0.5263	0.5936
detailed placement	4.101	12630	0.5173	0.5545
finish	6.306	13520	0.5146	0.5936
-- where the power goes --
part	switching (mW)	internal [mW]
logic	0.422	0.426
clock network	0.964	1.31
registers	0.0633	3.12
total	1.45	4.86
-- synthesized netlist by cell type, types with 6 or more instances --
library cell               number
sky130_fd_sc_hd__edfxtp_1     256
sky130_fd_sc_hd__xnor2_1        8
sky130_fd_sc_hd__nand2_1        7
sky130_fd_sc_hd__buf_2         10
sky130_fd_sc_hd__mux2_2        16
sky130_fd_sc_hd__clkbuf_1       6
sky130_fd_sc_hd__xor2_1        11
sky130_fd_sc_hd__mux2i_1       18
sky130_fd_sc_hd__buf_6          7
sky130_fd_sc_hd__mux4_1        32
sky130_fd_sc_hd__nor3_1         7
sky130_fd_sc_hd__a21oi_2       15
sky130_fd_sc_hd__dfxtp_1       38
sky130_fd_sc_hd__a211oi_2      15
sky130_fd_sc_hd__nand3_1        8
sky130_fd_sc_hd__mux4_2        32
sky130_fd_sc_hd__nor2_1        53
sky130_fd_sc_hd__buf_1          8
-- cell type report --
type | instances | area [sq um]
multi-input combinational | 256 | 3035
fill | 1629 | 9258
tap | 313 | 391.6
timing repair buffer | 80 | 735.7
sequential | 294 | 8449
clock inverter | 15 | 100.1
inverter | 5 | 18.77
clock buffer | 38 | 789.5
-- final timing paths --
| path | end | slack, ns | depth (start not counted) |
|---|---|---|---|
| max | hp_empty | 1.07 | 5 |
| min | dout[10] | 0.51 | 2 |
| max reg2reg | lp_mem[4][0] | 1.62 | 5 |
| min reg2reg | dout[10] | 0.51 | 2 |
-- cell usage in the layout, fill, tap and decap left out, types with 2 or more instances in the layout --
cell                              instances
sky130_fd_sc_hd__clkinv_1                 6
sky130_fd_sc_hd__mux2i_1                 18
sky130_fd_sc_hd__nand3_1                  8
sky130_fd_sc_hd__a41oi_1                  2
sky130_fd_sc_hd__mux4_1                  32
sky130_fd_sc_hd__nor2_1                  53
sky130_fd_sc_hd__a21oi_2                 15
sky130_fd_sc_hd__o21ai_0                  2
sky130_fd_sc_hd__nor4_2                   3
sky130_fd_sc_hd__a21oi_1                  4
sky130_fd_sc_hd__mux2_2                  16
sky130_fd_sc_hd__xnor2_1                  8
sky130_fd_sc_hd__inv_1                    4
sky130_fd_sc_hd__clkbuf_16               29
sky130_fd_sc_hd__nand2_1                  7
sky130_fd_sc_hd__clkbuf_8                 3
sky130_fd_sc_hd__clkinv_2                 7
sky130_fd_sc_hd__nor3_2                   6
sky130_fd_sc_hd__dfxtp_1                 37
sky130_fd_sc_hd__edfxtp_1               256
sky130_fd_sc_hd__ha_1                     4
sky130_fd_sc_hd__mux4_2                  32
sky130_fd_sc_hd__nand2b_1                 4
sky130_fd_sc_hd__nor4b_2                  2
sky130_fd_sc_hd__buf_4                   24
sky130_fd_sc_hd__clkbuf_1                 6
sky130_fd_sc_hd__nand4_1                  4
sky130_fd_sc_hd__xor2_1                  11
sky130_fd_sc_hd__clkdlybuf4s50_1         55
sky130_fd_sc_hd__a211oi_2                15
Power is estimated from default activity; no workload was simulated.
